==> flow/run.sh <==
#!/bin/bash
# OpenROAD 26Q1-2900-gdf79404cd8, Yosys 0.63+post, stock flow scripts
make -C /OpenROAD-flow-scripts/flow DESIGN_CONFIG=/design/flow/config.mk WORK_HOME=/design/flow/orfs finish
==> flow/config.mk <==
export PLATFORM = sky130hd
export DESIGN_NAME = qam_demodulator
export DESIGN_NICKNAME = qam_demodulator
export VERILOG_FILES = /design/flow/design.v
export SDC_FILE = /design/flow/constraint.sdc
export NUM_CORES = 4
export LEC_CHECK = 1
export CORE_UTILIZATION = 50
==> flow/constraint.sdc <==
current_design qam_demodulator

set clk_period 16.1
set clk_io_pct 0.2

create_clock -name clk0 -period $clk_period [get_ports {clk}]

set non_clock_inputs [all_inputs -no_clocks]
set_input_delay [expr $clk_period * $clk_io_pct] -clock clk0 $non_clock_inputs
set_output_delay [expr $clk_period * $clk_io_pct] -clock clk0 [all_outputs]
==> flow/design.v <==
module moving_avg_filt(
  input clk,
  input signed [7:0] signal_in,
  output reg signed [7:0] signal_out
  );
  parameter N = 64;  
  reg signed [7:0] input_signal_queue [0:N-1];
  reg signed [13:0] signal_in_sum;
  integer iter;
  always @ (posedge clk) begin
    input_signal_queue[0] <= signal_in;
    for (iter = 0; iter < N - 1; iter = iter + 1)
    begin
      input_signal_queue[iter + 1] <= input_signal_queue[iter];
    end  
  end
  always@(posedge clk) begin
    for (iter = 0; iter < N; iter = iter + 1) begin
      signal_in_sum = signal_in_sum + input_signal_queue[iter];
    end
    signal_out = signal_in_sum >>> 6;
  end  
  always@(negedge clk) begin
    signal_in_sum = 0;
  end
endmodule
module qam_demodulator(
  input clk,
  input signed [7:0] input_signal,
  output reg [1:0] data_demod
  );
  reg signed [7:0] mod_value;
  wire signed [7:0] avg_filt_out;
  moving_avg_filt mov_avg(
    clk,
    mod_value,
    avg_filt_out
    );
  always @ ( posedge clk ) begin
    mod_value = input_signal;
    if (input_signal < 0) begin
      mod_value = 255 - input_signal;
    end
  end
  always @ ( * ) begin
    if (avg_filt_out <= 9) data_demod = 0;
    else if (avg_filt_out <= 28) data_demod = 1;
    else if (avg_filt_out <= 47) data_demod = 2;
    else data_demod = 3;
  end
endmodule
==> results.toml <==
# synthesis and place-and-route metrics
[clock_tree]
cts.htree.levels = 2
root_buffer = "clkbuf_16"
cts_inserted_buffers = 54
cts_tree = "built"
clkLatencyLatePin_ns = 0.59
cts.clk_slew.worst_paths_ns = 0.17
cts.sinks = 528
cts_buffer_depth = 3
cts-hold-fix-buffers = 0
postCtsSetupBuffers = 0
ctsResizeCount = 0

[floorplan]
fp.dieH_um = 226.3
row_count = 81
dieArea_mm2 = 0.05119
fp.dieW_um = 226.3
fp_util_pct = 51.05
coreArea_mm2 = 0.04925
io_pins = 11

[placement]
dpl.hpwl_um = 28160
gp_congestion = 0.8359
io_buffers = 10
dp_slack_ns = 8.352

[detailed_routing]
drt_iter0_markers = 299
drc = 0
antenna_cells = 0
ant_nets = 0
wirelength_um = 34710
drt-wirelength-per-cell_um = 13.14
vias = 11090
vias_per_cell = 4.198
dr.pass1.iters = 4

[sta]
fmax_mhz = 129.2
period_used_pct = 48.08
timing.final.ws_setup_ns = 8.359
period_needed_ns = 7.741
rsz0062_at_grt = "false"
hold_viol = 0
drv_slew = 0
worst_pin_slew_ns = 0.4978
relSlewSlack_pct = 66.71
fin_setup_tns_ns = 0
setup_viol = 0
whs_ns = 0.2303
skew_ns = 0.1836

[critical_path]
r2r_start = "mov_avg.input_signal_queue[1][0]"
reg2reg_to = "mov_avg.signal_out[7]"
crit_cells = 25
cp-end-kind = "register"
crit_top_cell = "fa_1"
crit_family = "adder cells"
crit_path_max_incr_delay_ns = 0.57
slowest_stage = "fa_1"
r2r_cells = 25
start_kind = "register"
cp.buffers_inverters = 3
cp_max_fo = 5
arrival_ns = 8.22
ff2ff_setup_slack_ns = 8.36
critPathKind = "register to register"
cp.required_ns = 16.58

[synth]
ys_cells = 1879
fa_ha_area_share_pct = 45.31
syn_avg_cell_area_um2 = 13.38
xor_share_pct = 1.080
yosysUniqueCellTypes = 35
seq_area_frac_synth_pct = 42.03
synth_area_mm2 = 0.02515
muxShareOfSynthArea_pct = 0
synthTopLogicFamily = "adder cells"
edf_count = 0
ys_seq_elements = 528
synthAoiAreaFrac_pct = 1.020
yosys_warnings = 31
ff_type = "dfxtp_1"
async_flop_share_pct = 0
yosys_area_mm2 = 0.02515
simple_gate_area_share_pct = 0.4976
syn_inst = 1879

[run]
maxCapViolCount = 0
log.warning_count = 25

[final_layout]
area_growth_pct = 10.47
fin_util_pct = 56.40
drive_gt1_share_pct = 4.499

[grt]
antenna_found_initial = 0
grt_pass1_wl_um = 63520
first_global_vias = 13080
globalRouteOverflowTotal = 0
grt_usage_pct = 17.35
grt_max_degree = 15

[worst_hold_path]
hold_class = "register to register"
hp-start = "mov_avg.input_signal_queue[27][7]"
hold_depth = 0
hold_end = "mov_avg.input_signal_queue[28][7]"

[status]
outcome = "completed"
## registers in the layout, indices dropped and copies added, names as in the netlist
name and count:
mod_value 8, mov_avg.input_signal_queue 512, mov_avg.signal_out 8
## worst max path at each step
stage / startpoint / end / slack (ns)
5_1_grt: mov_avg.input_signal_queue[1][0] / mov_avg.signal_out[7] / 7.95
6_report: mov_avg.input_signal_queue[1][0] / mov_avg.signal_out[7] / 8.36
4_1_cts: mov_avg.input_signal_queue[1][0] / mov_avg.signal_out[7] / 8.35
## layout by cell type (no fill, tap or decap), types with 3 or more instances in the layout
cell | synthesis | routed
clkdlybuf4s50_1 | 0 | 10
fa_1 | 536 | 536
nor2_1 | 8 | 8
nand3_1 | 3 | 3
xor2_1 | 11 | 11
nand2_1 | 5 | 5
ha_1 | 53 | 53
inv_1 | 672 | 672
a21o_1 | 4 | 4
clkbuf_1 | 1 | 10
xnor2_1 | 20 | 20
a21oi_1 | 9 | 9
clkbuf_8 | 0 | 13
o21bai_1 | 3 | 3
clkinv_2 | 0 | 6
clkbuf_16 | 0 | 54
dfxtp_1 | 528 | 528
## cell families after synthesis
logic type               Yosys count
AND-OR/OR-AND                     33
XOR/XNOR                          31
adder cells (fa/ha/maj)          589
buffers and inverters            673
flip-flops                       528
other                              1
AND/OR/NAND/NOR                   24
## per-stage QoR
stage / cell area [um^2] / std cells
6_report: 27780 / 2642
5_1_grt: 27780 / 2642
4_1_cts: 27780 / 2642
3_5_place_dp: 26070 / 2552
3_3_place_gp: 26070 / 2552
2_1_floorplan: 25150 / 1879
## cell usage after synthesis, types with 2 or more instances
| master | count | share of area (%) |
|---|---|---|
| xor2_1 | 11 | 0.38 |
| inv_1 | 672 | 10 |
| nand2_1 | 5 | 0.075 |
| nor2_1 | 8 | 0.12 |
| a21oi_2 | 2 | 0.070 |
| a21oi_1 | 9 | 0.18 |
| dfxtp_1 | 528 | 42 |
| o21ai_0 | 2 | 0.040 |
| o21ai_1 | 2 | 0.040 |
| xnor2_1 | 20 | 0.70 |
| o21bai_1 | 3 | 0.090 |
| fa_1 | 536 | 43 |
| a21o_1 | 4 | 0.12 |
| nand4_1 | 2 | 0.050 |
| nand3_1 | 3 | 0.060 |
| ha_1 | 53 | 2.6 |
## routing by layer
| layer | track usage, % | part of all wire [%] | vias to the layer above |
|---|---|---|---|
| met5 | 0 | 0 | - |
| met4 | 2.986 | 2.3 | 0 |
| met3 | 3.850 | 4.4 | 52 |
| met2 | 26.23 | 49 | 145 |
| met1 | 29.25 | 44 | 5605 |
| li1 | - | - | 5289 |
## cell type report
cell class                 count  area (um^2)
inverter                     672         2522
clock buffer                  77         1568
multi-input combinational    678        12050
sequential                   528        10570
timing repair buffer          10        100.1
fill                        3990        21470
clock inverter                13        138.9
tap                          664        830.8
