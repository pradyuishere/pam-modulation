`design/flow/run.sh`:
```
#!/bin/bash
# OpenROAD 26Q1-2900-gdf79404cd8, Yosys 0.63+post, stock flow scripts
make -C /OpenROAD-flow-scripts/flow DESIGN_CONFIG=/design/flow/config.mk WORK_HOME=/design/flow/orfs finish
```
`design/flow/config.mk`:
```
export PLATFORM = sky130hd
export DESIGN_NAME = pam_mixer
export DESIGN_NICKNAME = pam_mixer
export VERILOG_FILES = /design/flow/design.v
export SDC_FILE = /design/flow/constraint.sdc
export NUM_CORES = 4
export LEC_CHECK = 1
export CORE_AREA = 10 10 70 70
export DIE_AREA = 0 0 80 80
```
`design/flow/constraint.sdc`:
```
current_design pam_mixer

set clk_period 2.3
set clk_io_pct 0.2

create_clock -name clk0 -period $clk_period

set non_clock_inputs [all_inputs -no_clocks]
set_input_delay [expr $clk_period * $clk_io_pct] -clock clk0 $non_clock_inputs
set_output_delay [expr $clk_period * $clk_io_pct] -clock clk0 [all_outputs]
```
`design/flow/design.v`:
```
module pam_mixer(
  input clk,
  input [1:0] data_in,
  input signed [7:0] sin_in,
  output signed [7:0] signal_out
);
  wire signed [2:0] signed_data_in;
  wire signed [10:0] temp_storage;
  assign signed_data_in = data_in;
  assign temp_storage = sin_in*signed_data_in;
  assign signal_out = temp_storage>>>1;
endmodule
```
==> Flow_metrics.wiki <==
=== Physical design figures ===
{| class="wikitable"
! Metric !! Value
|-
| Actual transition at the worst max-transition pin || 0.1888 ns
|-
| Max-slew headroom || 87.28%
|-
| Worst-path maximum fanout || 5
|-
| Final Hold Fails || 0
|-
| Synth top area share || 36.11%
|-
| Cell type with the highest aggregate area in the netlist || ha_1
|-
| Instance count after placement with tap cells included || 128
|-
| Critical hold path startpoint || data_in[0]
|-
| Width of the chip || 80 um
|-
| Peak ir drop on the vdd network || 72.19 uV
|-
| Chip footprint || 6400 um2
|-
| Final critical-path required period || 2.607 ns
|-
| Count of inserted antenna diode cells || 0
|-
| Sequential share of the synthesized area || 0%
|-
| Max Cap Viol || 0
|-
| DRT antenna net count || 0
|-
| Leakage || 0.4183 nW
|-
| Beginning of the critical path || data_in[0]
|-
| First-pass GRT wire length || 2001 um
|-
| Worst path depth || 12
|-
| Synthesized area || 450.4 um2
|-
| Family of cells with the greatest summed delay on the critical path || buffers and inverters
|-
| Fmax || 383.6 MHz
|-
| Post-detailed-route via-to-cell ratio || 3.610
|-
| Area used by sequential logic in the layout || 0 um2
|-
| Number of slew-limit violations in the final report || 0
|-
| Cell seen most often among critical-path stages || buf_4
|-
| Number of cells in Yosys stat || 55
|-
| Fill cell count || 362
|-
| Destination of the critical timing path || signal_out[6]
|-
| Initial antenna violation count || 0
|-
| Number of global-route vias before repair || 479
|-
| Drc violations || 0
|-
| Setup-violating endpoint count in the final report || 5
|-
| Detailed-route wire length || 1248 um
|-
| Y dimension of the die || 80 um
|-
| Worst min path class || in -> out
|-
| CP Launch Type || input port
|-
| Final cell count without fillers || 136
|-
| Core area || 3416 um2
|-
| Violations in the final reports || negative setup slack
|-
| Endpoint kind of the worst setup timing path || output pin
|-
| Number of distinct library cells after synthesis || 18
|-
| Aggregate global-route resource usage || 3.632%
|-
| Gate count of the mapped netlist || 55
|-
| Number of sequential cells in the layout || 0
|-
| Multi-input gate area in the final layout || 586.8 um2
|-
| Buffer-and-inverter tally for the worst setup path || 5
|-
| Worst path cell trace || buf_8, and2_4, ha_4, ha_4, buf_4, a21oi_4, buf_4, buf_4, o211ai_1, a21oi_1, xnor2_1, buf_2
|-
| RSZ-0062 raised after global routing || yes
|-
| Area of the synthesized netlist per yosys stat || 450.4 um2
|-
| Via count of the routed design || 491
|-
| Critical Path Slowest Stage Cell || ha_4
|-
| Final-layout clock buffer total || 0
|-
| Initial DRC Count || 1
|-
| TritonRoute pass-1 iters || 2
|-
| DP Wirelength || 970 um
|-
| CTS Hold Buffers Added || 0
|-
| Mapped Avg Cell Area || 8.190 um2
|-
| Share of the clock period used by the worst path after layout || 113.3%
|-
| Result of the run || finished, violations left
|-
| Gpl congestion || 0.7024
|-
| CP Class || in -> out
|-
| Pwr per Cell Area || 180.0 nW/um2
|-
| Tally of yosys warning messages || 0
|-
| Worst path max stage delay || 0.24 ns
|-
| Per-cell routed wire length || 9.176 um
|-
| Top post-synthesis cells by area || ha_1 36%, and2_1 19%, xnor2_1 7.8%
|-
| Fraction of layout instances using a drive strength above 1 || 63.33%
|-
| Layout-stage area growth over the synthesis result || 109.4%
|-
| Tool warnings || 35
|-
| I/O pin total || 19
|-
| Core occupancy in the finished layout || 27.62%
|-
| Pin count of the biggest net entering global routing || 6
|-
| Leftover overflow at the end of global routing || 0
|-
| Arrival time of data at the critical path endpoint || 2.15 ns
|-
| I/O Buffers || 18
|-
| Fp util || 13.19%
|-
| Post-route worst setup slack || -0.3067 ns
|-
| Number of placement rows || 21
|-
| Data required, critical path || 1.84 ns
|}
synth_stat cells:
master and n:
o21a_1 1, nor2b_4 1, o22ai_2 1, xnor2_2 1, o211ai_1 1, a21oi_1 3
o21ai_0 1, or2_2 1, nor2_1 2, xor2_1 1, nor2b_1 1, ha_1 13
nand2_1 3, o31a_1 1, fa_1 1, inv_1 5, xnor2_1 4, and2_1 14
layout by cell type, fill, tap and decap left out, drive strengths merged, types with 2 or more instances in the layout:
cell           Yosys  layout
a21oi              3       3
and2              14      14
buf                0      28
clkdlybuf4s50      0       3
dlygate4sd2        0       2
ha                13      13
inv                5       5
nand2              3       3
nor2               2       2
nor2b              2       2
xnor2              5       5
cells by family after synthesis:
logic type	synth area share [%]
buffers and inverters	4.167
XOR/XNOR	13.33
adder cells (fa/ha/maj)	40.56
AND-OR/OR-AND	12.50
AND/OR/NAND/NOR	29.45
per-stage QoR:
| step | hold slack (ns) | setup slack, ns | power (mW) | setup TNS, ns | cell area (um2) |
|---|---|---|---|---|---|
| after global placement | 2.043 | -1.098 | 0.1461 | -5.947 | 788.3 |
| after global routing | 1.590 | -0.4065 | 0.1902 | -1.541 | 943.4 |
| after floorplan | 1.105 | 0.006038 | 0.06182 | 0 | 483.0 |
| final | 1.530 | -0.3067 | 0.1698 | -1.107 | 943.4 |
| after CTS | 1.549 | -0.2969 | 0.1588 | -1.062 | 903.4 |
| after detailed placement | 2.032 | -1.105 | 0.1462 | -6.006 | 788.3 |
routing by layer:
layer  wire length, um  global-route usage (%)
met1               590                   4.970
met2               539                   5.538
met3               118                   1.477
met4                 0                       0
met5                 0                       0
layout make-up:
cell class	count	area share, %
Inverter	5	1.989
Timing Repair Buffer	35	29.71
Tap cell	46	6.101
Multi-Input combinational cell	50	62.20
report_power, final:
part | leakage [nW] | internal, mW | switching (mW)
sequential | 0 | 0 | 0
combinational | 0.418 | 0.110 | 0.0597
clock | 0 | 0 | 0
total | 0.418 | 0.110 | 0.0597
how the worst min path moves through the flow:
stage / end / slack [ns] / cells after the start
CTS: signal_out[7] / 1.55 / 7
global route: signal_out[7] / 1.59 / 7
finish: signal_out[7] / 1.53 / 7
repair_timing:
item,4_1_cts,5_1_grt
resized,65,9
buffers inserted,6,3
pin swaps,23,6
endpoints found under the setup margin,8,5
Power is estimated from default activity; no workload was simulated.
