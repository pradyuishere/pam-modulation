## config.mk

```make
export PLATFORM = sky130hd
export DESIGN_NAME = sin_cos
export DESIGN_NICKNAME = sin_cos
export VERILOG_FILES = /design/flow/design.v
export SDC_FILE = /design/flow/constraint.sdc
export NUM_CORES = 4
export LEC_CHECK = 1
export CORE_UTILIZATION = 50
```

## constraint.sdc

```tcl
current_design sin_cos

set clk_period 6.6
set clk_io_pct 0.2

create_clock -name clk0 -period $clk_period [get_ports {Clk}]

set non_clock_inputs [all_inputs -no_clocks]
set_input_delay [expr $clk_period * $clk_io_pct] -clock clk0 $non_clock_inputs
set_output_delay [expr $clk_period * $clk_io_pct] -clock clk0 [all_outputs]
```

## design.v

```verilog
module sin_cos (
  input Clk,
  output reg signed [7:0] data_sin,
  output reg signed [7:0] data_cos);
    reg [7:0] sine [0:359];
    integer i_sin;
    integer i_cos;
    initial begin
        i_sin = 0;
        i_cos = 90;
        sine[0] = 0;
        sine[0] = 0;
        sine[1] = 1;
        sine[2] = 2;
        sine[3] = 3;
        sine[4] = 4;
        sine[5] = 5;
        sine[6] = 6;
        sine[7] = 7;
        sine[8] = 8;
        sine[9] = 10;
        sine[10] = 11;
        sine[11] = 12;
        sine[12] = 13;
        sine[13] = 14;
        sine[14] = 15;
        sine[15] = 16;
        sine[16] = 17;
        sine[17] = 18;
        sine[18] = 19;
        sine[19] = 20;
        sine[20] = 21;
        sine[21] = 22;
        sine[22] = 23;
        sine[23] = 25;
        sine[24] = 26;
        sine[25] = 27;
        sine[26] = 28;
        sine[27] = 29;
        sine[28] = 30;
        sine[29] = 31;
        sine[30] = 31;
        sine[31] = 32;
        sine[32] = 33;
        sine[33] = 34;
        sine[34] = 35;
        sine[35] = 36;
        sine[36] = 37;
        sine[37] = 38;
        sine[38] = 39;
        sine[39] = 40;
        sine[40] = 41;
        sine[41] = 41;
        sine[42] = 42;
        sine[43] = 43;
        sine[44] = 44;
        sine[45] = 45;
        sine[46] = 46;
        sine[47] = 46;
        sine[48] = 47;
        sine[49] = 48;
        sine[50] = 49;
        sine[51] = 49;
        sine[52] = 50;
        sine[53] = 51;
        sine[54] = 51;
        sine[55] = 52;
        sine[56] = 53;
        sine[57] = 53;
        sine[58] = 54;
        sine[59] = 54;
        sine[60] = 55;
        sine[61] = 55;
        sine[62] = 56;
        sine[63] = 57;
        sine[64] = 57;
        sine[65] = 58;
        sine[66] = 58;
        sine[67] = 58;
        sine[68] = 59;
        sine[69] = 59;
        sine[70] = 60;
        sine[71] = 60;
        sine[72] = 60;
        sine[73] = 61;
        sine[74] = 61;
        sine[75] = 61;
        sine[76] = 62;
        sine[77] = 62;
        sine[78] = 62;
        sine[79] = 62;
        sine[80] = 63;
        sine[81] = 63;
        sine[82] = 63;
        sine[83] = 63;
        sine[84] = 63;
        sine[85] = 63;
        sine[86] = 63;
        sine[87] = 63;
        sine[88] = 63;
        sine[89] = 63;
        sine[90] = 63;
        sine[91] = 63;
        sine[92] = 63;
        sine[93] = 63;
        sine[94] = 63;
        sine[95] = 63;
        sine[96] = 63;
        sine[97] = 63;
        sine[98] = 63;
        sine[99] = 63;
        sine[100] = 63;
        sine[101] = 62;
        sine[102] = 62;
        sine[103] = 62;
        sine[104] = 62;
        sine[105] = 61;
        sine[106] = 61;
        sine[107] = 61;
        sine[108] = 60;
        sine[109] = 60;
        sine[110] = 60;
        sine[111] = 59;
        sine[112] = 59;
        sine[113] = 58;
        sine[114] = 58;
        sine[115] = 58;
        sine[116] = 57;
        sine[117] = 57;
        sine[118] = 56;
        sine[119] = 55;
        sine[120] = 55;
        sine[121] = 54;
        sine[122] = 54;
        sine[123] = 53;
        sine[124] = 53;
        sine[125] = 52;
        sine[126] = 51;
        sine[127] = 51;
        sine[128] = 50;
        sine[129] = 49;
        sine[130] = 49;
        sine[131] = 48;
        sine[132] = 47;
        sine[133] = 46;
        sine[134] = 46;
        sine[135] = 45;
        sine[136] = 44;
        sine[137] = 43;
        sine[138] = 42;
        sine[139] = 41;
        sine[140] = 41;
        sine[141] = 40;
        sine[142] = 39;
        sine[143] = 38;
        sine[144] = 37;
        sine[145] = 36;
        sine[146] = 35;
        sine[147] = 34;
        sine[148] = 33;
        sine[149] = 32;
        sine[150] = 32;
        sine[151] = 31;
        sine[152] = 30;
        sine[153] = 29;
        sine[154] = 28;
        sine[155] = 27;
        sine[156] = 26;
        sine[157] = 25;
        sine[158] = 23;
        sine[159] = 22;
        sine[160] = 21;
        sine[161] = 20;
        sine[162] = 19;
        sine[163] = 18;
        sine[164] = 17;
        sine[165] = 16;
        sine[166] = 15;
        sine[167] = 14;
        sine[168] = 13;
        sine[169] = 12;
        sine[170] = 11;
        sine[171] = 10;
        sine[172] = 8;
        sine[173] = 7;
        sine[174] = 6;
        sine[175] = 5;
        sine[176] = 4;
        sine[177] = 3;
        sine[178] = 2;
        sine[179] = 1;
        sine[180] = 0;
        sine[181] = -1;
        sine[182] = -2;
        sine[183] = -3;
        sine[184] = -4;
        sine[185] = -5;
        sine[186] = -6;
        sine[187] = -7;
        sine[188] = -8;
        sine[189] = -10;
        sine[190] = -11;
        sine[191] = -12;
        sine[192] = -13;
        sine[193] = -14;
        sine[194] = -15;
        sine[195] = -16;
        sine[196] = -17;
        sine[197] = -18;
        sine[198] = -19;
        sine[199] = -20;
        sine[200] = -21;
        sine[201] = -22;
        sine[202] = -23;
        sine[203] = -25;
        sine[204] = -26;
        sine[205] = -27;
        sine[206] = -28;
        sine[207] = -29;
        sine[208] = -30;
        sine[209] = -31;
        sine[210] = -31;
        sine[211] = -32;
        sine[212] = -33;
        sine[213] = -34;
        sine[214] = -35;
        sine[215] = -36;
        sine[216] = -37;
        sine[217] = -38;
        sine[218] = -39;
        sine[219] = -40;
        sine[220] = -41;
        sine[221] = -41;
        sine[222] = -42;
        sine[223] = -43;
        sine[224] = -44;
        sine[225] = -45;
        sine[226] = -46;
        sine[227] = -46;
        sine[228] = -47;
        sine[229] = -48;
        sine[230] = -49;
        sine[231] = -49;
        sine[232] = -50;
        sine[233] = -51;
        sine[234] = -51;
        sine[235] = -52;
        sine[236] = -53;
        sine[237] = -53;
        sine[238] = -54;
        sine[239] = -54;
        sine[240] = -55;
        sine[241] = -55;
        sine[242] = -56;
        sine[243] = -57;
        sine[244] = -57;
        sine[245] = -58;
        sine[246] = -58;
        sine[247] = -58;
        sine[248] = -59;
        sine[249] = -59;
        sine[250] = -60;
        sine[251] = -60;
        sine[252] = -60;
        sine[253] = -61;
        sine[254] = -61;
        sine[255] = -61;
        sine[256] = -62;
        sine[257] = -62;
        sine[258] = -62;
        sine[259] = -62;
        sine[260] = -63;
        sine[261] = -63;
        sine[262] = -63;
        sine[263] = -63;
        sine[264] = -63;
        sine[265] = -63;
        sine[266] = -63;
        sine[267] = -63;
        sine[268] = -63;
        sine[269] = -63;
        sine[270] = -63;
        sine[271] = -63;
        sine[272] = -63;
        sine[273] = -63;
        sine[274] = -63;
        sine[275] = -63;
        sine[276] = -63;
        sine[277] = -63;
        sine[278] = -63;
        sine[279] = -63;
        sine[280] = -63;
        sine[281] = -62;
        sine[282] = -62;
        sine[283] = -62;
        sine[284] = -62;
        sine[285] = -61;
        sine[286] = -61;
        sine[287] = -61;
        sine[288] = -60;
        sine[289] = -60;
        sine[290] = -60;
        sine[291] = -59;
        sine[292] = -59;
        sine[293] = -58;
        sine[294] = -58;
        sine[295] = -58;
        sine[296] = -57;
        sine[297] = -57;
        sine[298] = -56;
        sine[299] = -55;
        sine[300] = -55;
        sine[301] = -54;
        sine[302] = -54;
        sine[303] = -53;
        sine[304] = -53;
        sine[305] = -52;
        sine[306] = -51;
        sine[307] = -51;
        sine[308] = -50;
        sine[309] = -49;
        sine[310] = -49;
        sine[311] = -48;
        sine[312] = -47;
        sine[313] = -46;
        sine[314] = -46;
        sine[315] = -45;
        sine[316] = -44;
        sine[317] = -43;
        sine[318] = -42;
        sine[319] = -41;
        sine[320] = -41;
        sine[321] = -40;
        sine[322] = -39;
        sine[323] = -38;
        sine[324] = -37;
        sine[325] = -36;
        sine[326] = -35;
        sine[327] = -34;
        sine[328] = -33;
        sine[329] = -32;
        sine[330] = -32;
        sine[331] = -31;
        sine[332] = -30;
        sine[333] = -29;
        sine[334] = -28;
        sine[335] = -27;
        sine[336] = -26;
        sine[337] = -25;
        sine[338] = -23;
        sine[339] = -22;
        sine[340] = -21;
        sine[341] = -20;
        sine[342] = -19;
        sine[343] = -18;
        sine[344] = -17;
        sine[345] = -16;
        sine[346] = -15;
        sine[347] = -14;
        sine[348] = -13;
        sine[349] = -12;
        sine[350] = -11;
        sine[351] = -10;
        sine[352] = -8;
        sine[353] = -7;
        sine[354] = -6;
        sine[355] = -5;
        sine[356] = -4;
        sine[357] = -3;
        sine[358] = -2;
        sine[359] = -1;
    end
    always@ (posedge(Clk))
    begin
        data_sin = sine[i_sin];
        i_sin = i_sin+ 26;
        if(i_sin >= 359)
            i_sin = 0;
    end
    always@ (posedge(Clk))
    begin
        data_cos = sine[i_cos];
        i_cos = i_cos+ 37;
        if(i_cos >= 359)
            i_cos = 0;
    end
endmodule
```

## run.sh

```bash
#!/bin/bash
# OpenROAD 26Q1-2900-gdf79404cd8, Yosys 0.63+post, stock flow scripts
make -C /OpenROAD-flow-scripts/flow DESIGN_CONFIG=/design/flow/config.mk WORK_HOME=/design/flow/orfs finish
```

==> flow_summary.toml <==
# generated from flow reports
[die]
dieArea_sq_um = 14900
io_pins = 17
rows = 43
die_w_um = 122
die_y_um = 122
fp_util_pct = 51.7
core_sq_um = 14000

[drt]
vias_per_cell = 6.42
diodes = 0
firstDrtPassIters = 7
drc = 0
drt-total-wl_mm = 19.9
routedWlPerCell_um = 17.4
drt_iter0_drc = 770
num_vias = 7331
drtAntennaViolNets = 0

[synth]
yosysTopAreaCell = "dfxtp_1"
ys_types = 74
avgSynthCellArea_sq_um = 7.19
yosys_cells = 1006
top_area_share_pct = 21.3
ys_area_sq_um = 7230
syn-instance-count = 1006
flop_cell = "dfxtp_1"
yosysWarnings = 1
synth-seq-cells = 77
syn_area_sq_um = 7230
synthArstFlopShare_pct = 0
edf_count = 0
top_cells_by_area = "dfxtp_1 (21%), ha_1 (6.4%), xnor2_1 (5.3%), nor2_1 (5.1%), nand2_1 (4.8%)"
synth_seq_share_pct = 21.3

[power]
seq_power_share_pct = 48.6
clockPowerShare_pct = 51.4
p_sw_share_pct = 23.8
p_leak_nw = 2.38
pwr-share-comb_pct = 0
peakVddDrop_v = 0.000121
p_sw_mw = 0.228
p_int_mw = 0.729
power_mw = 0.956
pwr_density_cell_nw_per_um2 = 125

[clock_tree]
cts_num_sinks = 77
htreeDepth = 3
ctsResizeCount = 0
cts_tree = "yes"
clock-root-buffer = "clkbuf_16"
cts_hold_buffers = 0
post_cts_buffers = 0
numCtsBuffers = 9
clk_latency_ns = 0.35
path_clk_slew_ns = 0.07
cts.path.max_buffers = 2

[timing]
final_hold_viol_count = 0
fin_worst_skew_ns = 0.00837
min_period_ns = 4.21
final-max-slew-violation-count = 0
setup_ws_ns = 2.39
finalSetupViolations = 0
tightest_slew_ns = 0.977
whs_ns = 0.490
finalCritPeriodShare_pct = 63.8
tns_ns = 0
rsz0062_at_grt = "false"
maxSlewHeadroom_pct = 34.6
fmax_mhz = 238

[critical_path]
arrival_ns = 4.39
worst-setup-path-type = "flop to flop"
slowest_delay_ns = 0.76
cp_max_fo = 60
cp-end-kind = "flop"
slowest_stage = "nor2_1"
critPathLaunchType = "flop"
crit_buf_inv = 2
crit_family = "AND-OR/OR-AND gates"
crit_top_cell = "nor4_1"
critical_path.cell_chain = "buf_4 -> clkinv_1 -> ha_1 -> a21o_1 -> a21oi_1 -> nor4_1 -> a211oi_1 -> a211oi_2 -> nor2_1 -> nor4_1"
worstPathRequired_ns = 6.79
worst-r2r-setup-slack_ns = 2.39

[global_route]
gr-total-overflow = 0
grt_pass1_wl_mm = 32.7
grtUsageTotal_pct = 27.6
grt_pass1_vias = 6360
antenna_found_initial = 0
grt_start_max_net_pins = 63

[cells_and_area]
area_delta_synth_final_pct = 5.68
drive_above_1_share_pct = 6.03
instances_no_fill = 1142
fillers = 1299

[place]
hpwl_mm = 13.2
portBuffers = 16
dp_cells = 1126
dp_worst_setup_slack_ns = 2.42
place.gp.congestion = 0.982

[flow_run]
warnings = 54
max_cap_viol_count = 0

[status]
status = "finished, final reports clean"

[hold_path]
hp-class = "flop to flop"
## worst paths after layout
path | start | cells past startpoint | endpoint
worst max-delay path | i_cos[2]$_SDFF_PP0_ | 10 | i_cos[8]$_SDFF_PP0_
worst min-delay path | i_sin[31]$_SDFF_PN0_ | 1 | i_sin[27]$_SDFF_PN0_
worst max register to register | i_cos[2]$_SDFF_PP0_ | 10 | i_cos[8]$_SDFF_PP0_
worst min register to register | i_sin[31]$_SDFF_PN0_ | 1 | i_sin[27]$_SDFF_PN0_
## worst register-to-register path: stages, from the launching register on
cell and delay, ns:
dfxtp_2 0.32, buf_4 0.46, clkinv_1 0.65, ha_1 0.45, a21o_1 0.21, a21oi_1 0.56
nor4_1 0.11, a211oi_1 0.30, a211oi_2 0.12, nor2_1 0.76, nor4_1 0.11
## placed cells by master, fill, tap and decap left out, drive strengths merged, types with 6 or more instances in the layout
cell | netlist | layout
a2111oi | 7 | 7
a211oi | 23 | 23
a21oi | 65 | 65
a221oi | 8 | 8
a311oi | 7 | 7
a31oi | 18 | 18
and2 | 14 | 14
and3 | 11 | 11
and4 | 7 | 7
buf | 44 | 15
clkbuf | 47 | 9
clkdlybuf4s50 | 0 | 16
dfxtp | 77 | 77
ha | 37 | 37
inv | 31 | 35
mux2i | 15 | 15
nand2 | 93 | 93
nand2b | 14 | 14
nand3 | 40 | 40
nand4 | 17 | 17
nor2 | 100 | 100
nor2b | 12 | 12
nor3 | 46 | 46
nor4 | 15 | 15
o211ai | 13 | 13
o21ai | 67 | 67
o221ai | 6 | 6
o22ai | 14 | 14
o311ai | 6 | 6
o31ai | 13 | 13
or3 | 9 | 9
xnor2 | 44 | 44
xor2 | 19 | 19
## final cells by class
cell class	instances	area (sq um)	share of cell area, %
clock buffers	9	225	2.95
clock inverters	7	65.1	0.851
inverters	34	128	1.67
multi-input cells	804	5180	67.8
flip-flops and latches	77	1550	20.2
well taps	180	225	2.95
repair buffers	31	273	3.57
## stage by stage
stage               util, %  instance area [sq um]
floorplan                 -                   7230
global placement       52.5                   7350
detailed placement     52.5                   7350
CTS                    54.6                   7640
global route           54.6                   7640
finish                 54.6                   7640
## power by group through the flow
| stage | Clock, mW | Sequential, mW | Combinational [mW] |
|---|---|---|---|
| CTS | 0.509 | 0.464 | 0.00000162 |
| global route | 0.528 | 0.464 | 0.00000162 |
| finish | 0.492 | 0.464 | 0.00000162 |
## state kept, by name, indices dropped and copies added, names as in the netlist
| signal | cells |
|---|---|
| data_sin | 7 |
| i_sin | 31 |
| data_cos | 7 |
| i_cos | 32 |
## Yosys cell counts (14+ instances only)
library cell	n
a211oi_1	21
a21oi_1	65
a31oi_1	18
buf_1	20
buf_2	21
clkbuf_1	47
dfxtp_1	77
ha_1	37
inv_1	30
mux2i_1	15
nand2_1	93
nand2b_1	14
nand3_1	37
nand4_1	15
nor2_1	99
nor3_1	44
o21ai_0	67
o22ai_1	14
xnor2_1	44
xor2_1	19
## cells by family after synthesis
kind of cell	count (synthesis)	synth area share, %
AOI/OAI and AO/OA	292	26.9
DFF	77	21.3
and+or+nand+nor	391	26.9
muxes	21	3.79
buffers and inverters	125	7.06
xor gates and xnor gates	63	7.63
adders and majority gates	37	6.40
## metal layers
metal	vias to the layer above	global-route usage [%]	share of wire [%]
met1	3442	42.7	47
met5	-	0	0
met4	0	6.10	2.0
li1	3595	-	-
met2	268	41.0	44
met3	26	4.03	6.7
No activity file was given, so power comes from the tool's default toggle rates.
